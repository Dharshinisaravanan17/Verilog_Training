[/design/flow/design.v]
module traffic_light (
    input wire clk,
    input wire rst,
    output reg [1:0] light    
);
    reg [3:0] timer;
    reg [1:0] state;
    localparam RED = 2'b00,
               GREEN = 2'b01,
               YELLOW = 2'b10;
    always @(posedge clk) begin
        if (rst) begin
            state <= RED;
            timer <= 0;
        end
        else begin
            case (state)
                RED: begin
                    if (timer == 4) begin
                        state <= GREEN;
                        timer <= 0;
                    end else timer <= timer + 1;
                end
                GREEN: begin
                    if (timer == 4) begin
                        state <= YELLOW;
                        timer <= 0;
                    end else timer <= timer + 1;
                end
                YELLOW: begin
                    if (timer == 1) begin
                        state <= RED;
                        timer <= 0;
                    end else timer <= timer + 1;
                end
            endcase
        end
        light <= state;
    end
endmodule
[/design/flow/run.sh]
#!/bin/bash
# OpenROAD 26Q1-2900-gdf79404cd8, Yosys 0.63+post, stock flow scripts
make -C /OpenROAD-flow-scripts/flow DESIGN_CONFIG=/design/flow/config.mk WORK_HOME=/design/flow/orfs finish
[/design/flow/config.mk]
export PLATFORM = sky130hd
export DESIGN_NAME = traffic_light
export DESIGN_NICKNAME = traffic_light
export VERILOG_FILES = /design/flow/design.v
export SDC_FILE = /design/flow/constraint.sdc
export NUM_CORES = 4
export LEC_CHECK = 1
export CORE_AREA = 10 10 70 70
export DIE_AREA = 0 0 80 80
[/design/flow/constraint.sdc]
current_design traffic_light

set clk_period 2.7
set clk_io_pct 0.2

create_clock -name clk0 -period $clk_period [get_ports {clk}]

set non_clock_inputs [all_inputs -no_clocks]
set_input_delay [expr $clk_period * $clk_io_pct] -clock clk0 $non_clock_inputs
set_output_delay [expr $clk_period * $clk_io_pct] -clock clk0 [all_outputs]
==> impl_metrics.tcl <==
# collected from the flow reports
set metrics [dict create \
    clk-insertion-delay-late_ps 250 \
    drt-vias-per-instance 3.20 \
    leakage_nw 0.219 \
    status "finished clean" \
    numCtsBuffers 3 \
    critPathLaunchType "flip-flop" \
    drtIter0Drc 15 \
    rsz0062_at_grt "false" \
    cts_tree "done" \
    die-area_um2 6400 \
    drcViolationCount 0 \
    portBuffers 3 \
    powerDensity_nw_per_um2 602 \
    ys_seq_elements 8 \
    grt_pass1_vias 317 \
    clk_pin_slew_ps 50 \
    crit_chain "inv_1, ha_1, or3b_4, a221oi_4, mux2_4" \
    firstDrtPassIters 3 \
    htreeDepth 1 \
    maxCapViolCount 0 \
    antenna_found_initial 0 \
    synth_seq_share_pct 32.8 \
    rows 21 \
    placed_cell_area_um2 576 \
    crit_type "reg -> reg" \
    synth-edff-count 0 \
    cts-root-buf "clkbuf_4" \
    top_cell "ha_1" \
    netlist_area_um2 488 \
    hold_path_end "light[0]$_DFF_P_" \
    maxSlewViolCount 0 \
    finClkSkew_ps 1.72 \
    wl_per_cell_um 7.26 \
    cts_resized 0 \
    setup-tns-final_ps 0 \
    num_antenna_cells 0 \
    postSynthCellCount 46 \
    cp.arrival_ps 1900 \
    die_y_um 80 \
    relSlewSlack_pct 72.8 \
    top_area_cell "dfxtp_1" \
    common_cells "ha_1, dfxtp_1, inv_1, nand3b_1, nor3_1" \
    r2r-end "state[0]$_SDFFE_PP0P_" \
    r2r_start "timer[1]$_SDFFE_PP0P_" \
    ys_cells 46 \
    coreArea_um2 3420 \
    final-hold-violation-count 0 \
    hold_start "state[0]$_SDFFE_PP0P_" \
    grt_max_degree 9 \
    num_vias 314 \
    top_cells_by_area "dfxtp_1, ha_1, a221oi_4" \
    synthArstFlopShare_pct 0 \
    gp_congestion 0.740 \
    cts_buffer_depth 2 \
    max-vdd-ir-drop_mv 0.288 \
    period_used_pct 65.3 \
    cp_slowest_stage_delay_ps 410 \
    overflow 0 \
    layout-drive-gt1-share_pct 11.5 \
    crit_path_max_fanout 4 \
    r2r_setup_slack_ps 940 \
    slowest_stage "or3b_4" \
    fp_util_pct 14.3 \
    ff_type "dfxtp_1" \
    post_cts_buffers 0 \
    ys_types 20 \
    area_growth_pct 22.6 \
    critPathRequiredTime_ps 2840 \
    max_freq_ghz 0.567 \
    tightest_slew_ps 406 \
    r2r_cells 5 \
    dp_hpwl_um 567 \
    grt_pass1_wl_um 1390 \
    cts_sinks 8 \
    ant_nets 0 \
    grt.total_usage_pct 2.60 \
    yosysWarningCount 1 \
    ctsHoldBuffers 0 \
    hold_path_depth 0 \
    finalSetupViolCount 0 \
    top_area_share_pct 32.8 \
    hold_path.class "reg -> reg" \
    final_area_um2 598 \
    yosysChipArea_um2 488 \
    openroad.warnings 32 \
    die_w_um 80 \
    drt-total-wl_um 711 \
    worst_setup_path_end_kind "flip-flop" \
    post-route-util_pct 17.5 \
    min_period_ps 1760 \
    syn_area_per_cell_um2 10.6 \
    ios 4 \
]
-- worst max-delay path, delay by kind of cell (launching register included) --
kind	cells	cell delay, ps
adders and majority gates	1	200
buffers and inverters	1	100
and+or+nand+nor	1	410
DFF	1	340
muxes	1	320
AOI/OAI and AO/OA	1	280
-- stage by stage --
stage / hold slack (ps) / std cells / power [mW] / setup WS (ps)
3_3_place_gp: 394 / 95 / 0.268 / 981
4_1_cts: 405 / 98 / 0.362 / 942
2_1_floorplan: 383 / 46 / 0.245 / 1040
3_5_place_dp: 403 / 95 / 0.272 / 951
5_1_grt: 433 / 98 / 0.395 / 843
6_report: 405 / 98 / 0.360 / 937
-- final cells by class --
type                    instances  area (um2)
repair buffers                  3        30.0
flip-flops and latches          8         160
multi-input cells              33         309
well taps                      46        57.6
inverters                       5        18.8
clock buffers                   3        22.5
fillers                       385        2820
-- power breakdown --
part	total, mW	internal, mW	switching [mW]
Combinational	0.115	0.0668	0.0484
Sequential	0.154	0.136	0.0178
Clock	0.0904	0.0508	0.0396
Total	0.360	0.254	0.106
-- cell usage in the layout (no fill, tap or decap) --
cell type / instances
a211oi_1: 1
mux2i_1: 1
xor2_1: 2
mux2_4: 1
a21oi_1: 1
a221oi_4: 1
nand3b_1: 3
ha_1: 9
clkdlybuf4s50_1: 3
nor2_1: 2
nor3_1: 3
or3b_4: 1
or2_0: 1
dfxtp_1: 8
nand4b_1: 1
a221oi_1: 1
inv_1: 5
o211ai_1: 1
nor2b_1: 1
clkbuf_4: 3
xnor2_1: 1
nand2b_1: 2
-- registers in the layout (all words and copies together), names as in the netlist --
register,cells
light,2
state,2
timer,4
-- metal layers --
layer | up-vias | track usage, % | routed length, um
met5 | - | 0 | 0
met3 | 0 | 1.82 | 92
met1 | 136 | 3.88 | 399
li1 | 171 | - | -
met4 | 0 | 0 | 0
met2 | 7 | 3.05 | 219
-- worst max-delay path by stage --
| stage | start | to | slack (ps) |
|---|---|---|---|
| CTS | timer[1]$_SDFFE_PP0P_ | state[0]$_SDFFE_PP0P_ | 940 |
| finish | timer[1]$_SDFFE_PP0P_ | state[0]$_SDFFE_PP0P_ | 940 |
| global route | timer[1]$_SDFFE_PP0P_ | state[0]$_SDFFE_PP0P_ | 840 |
-- cell families (layout without fill, tap and decap cells) --
family / count (synthesis) / count (layout) / synth area share (%)
AND-OR/OR-AND: 5 / 5 / 11.3
XOR/XNOR: 3 / 3 / 5.39
adder cells (fa/ha/maj): 9 / 9 / 23.1
buffers and inverters: 5 / 11 / 3.85
flip-flops: 8 / 8 / 32.8
multiplexers: 2 / 2 / 5.13
AND/OR/NAND/NOR: 14 / 14 / 18.5
Power and IR drop assume default switching activity.
