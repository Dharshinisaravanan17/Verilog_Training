## design.v

```verilog
module alu_8bit(
    input  wire [7:0] A,
    input  wire [7:0] B,
    input  wire [2:0] opcode,
    output reg  [7:0] result,
    output reg zero,
    output reg carry,
    output reg overflow
);
    reg [8:0] temp;   
    always @(*) begin
        carry = 0;
        overflow = 0;
        case(opcode)
            3'b000: begin  
                temp = A + B;
                result = temp[7:0];
                carry = temp[8];
                overflow = (A[7] == B[7]) && (result[7] != A[7]);
            end
            3'b001: begin  
                temp = A - B;
                result = temp[7:0];
                carry = temp[8];
                overflow = (A[7] != B[7]) && (result[7] != A[7]);
            end
            3'b010: result = A & B;       
            3'b011: result = A | B;       
            3'b100: result = A ^ B;       
            3'b101: result = ~A;          
            3'b110: result = A << 1;      
            3'b111: result = A >> 1;      
            default: result = 8'b0;
        endcase
        zero = (result == 8'b0);
    end
endmodule
```

## run.sh

```bash
#!/bin/bash
# OpenROAD 26Q1-2900-gdf79404cd8, Yosys 0.63+post, stock flow scripts
make -C /OpenROAD-flow-scripts/flow DESIGN_CONFIG=/design/flow/config.mk WORK_HOME=/design/flow/orfs finish
```

## config.mk

```make
export PLATFORM = sky130hd
export DESIGN_NAME = alu_8bit
export DESIGN_NICKNAME = alu_8bit
export VERILOG_FILES = /design/flow/design.v
export SDC_FILE = /design/flow/constraint.sdc
export NUM_CORES = 4
export LEC_CHECK = 1
export CORE_AREA = 10 10 102 102
export DIE_AREA = 0 0 112 112
```

## constraint.sdc

```tcl
current_design alu_8bit

set clk_period 4.4
set clk_io_pct 0.2

create_clock -name clk0 -period $clk_period

set non_clock_inputs [all_inputs -no_clocks]
set_input_delay [expr $clk_period * $clk_io_pct] -clock clk0 $non_clock_inputs
set_output_delay [expr $clk_period * $clk_io_pct] -clock clk0 [all_outputs]
```

==> results.toml <==
# flow metrics
[global_route]
grt_max_degree = 37
gr-total-overflow = 0
grt_pass1_vias = 1672
grt_first_pass_wirelength_mm = 8.369
antenna_found_initial = 0
grt_use_total = 0.07600

[detailed_routing]
wl_per_cell_um = 12.76
met2_length_mm = 2.358
dr.first_iter.drc_count = 135
first_pass_iters = 4
wl_met1_mm = 2.419
remaining_drc_errors = 0
finalWirelength_mm = 5.054
topRoutingLayerUsed = "met4"
antenna_cells = 0
postRouteAntennaNets = 0
viasPerCell = 4.591
dr_wl_met3_um = 239
vias = 1818

[yosys]
ys_area_um2 = 1494
yosysWarnings = 1
yosysCellCount = 217
ys_types = 49
avgSynthCellArea_um2 = 6.884
syn_area_um2 = 1494
syn_inst = 217
synth.yosys.seq_area_share = 0

[final_layout]
drive_gt1_frac = 0.3230
regArea_um2 = 0
instances_no_fill = 396
clkbuf_count = 0
fin_util = 0.3011
n_sequential_cell = 0
syn_to_final_growth_pct = 65.58

[power]
ir_drop_v = 0.00004554
internal_power_uw = 169.6
switching_share = 0.4526
p_comb_frac = 1.000
powerDensity_nw_per_um2 = 125.3
power_frac_clock = 0
sequentialPowerShare = 0
power.switching_uw = 140.3
p_leak_nw = 1.106

[placement]
port-buffer-count = 30
dp_cells = 391
place_hpwl_mm = 3.971
place.gp.congestion = 0.8901

[worst_setup_path]
worstPathArrival_ns = 3.40
path_class = "primary input to primary output"
cp_max_fo = 4
critPathBufInv = 4
cpPeakStageDelay_ns = 0.45
crit_path_cell_trace = "clkdlybuf4s50_1, buf_4, ha_1, o21bai_1, a21oi_2, o21ai_0, o21a_1, a211o_1, a21oi_2, buf_4, clkdlybuf4s50_1"
crit_family = "buffers and inverters"
start_kind = "primary input"
crit_path_end_kind = "primary output"
cp.required_ns = 3.52
crit_path_top_delay_cell = "clkdlybuf4s50_1"

[sta]
worst_pin_slew_ns = 0.3904
hold_viol = 0
fmax_ghz = 0.2337
drv_slew = 0
setup_violations = 0
hold_ws_ns = 2.674
relSlewSlack = 0.7382
fin_crit_ns = 4.279
period_used_share = 0.9725

[floorplan]
core_um2 = 8217
die_h_um = 112
fp_util = 0.1818
dieArea_um2 = 12540
die_w_um = 112
row_count = 33
num_io_pins = 30

[flow_run]
log.warning_count = 49
drv_cap = 0

[outcome]
status = "finished clean"

[clock_tree]
postCtsHoldBufs = 0

[hold_path]
hold_path.class = "primary input to primary output"
[metal layers]
metal  track usage  vias up
li1              -      915
met1        0.1090      849
met2        0.1263       52
met3      0.003800        2
met4      0.007614        0
met5             0        -
[through the flow]
step | power [mW] | setup WS (ns) | instance area (um2) | TNS (ns)
floorplan | 0.1333 | 0.9783 | 1494 | 0
global placement | 0.2690 | -0.3120 | 2245 | -0.8840
detailed placement | 0.2697 | -0.3045 | 2245 | -0.9330
CTS | 0.2902 | -0.08718 | 2344 | -0.08718
global route | 0.3392 | -0.02260 | 2474 | -0.02776
finish | 0.3099 | 0.1211 | 2474 | 0
[cell usage in the layout (no fill, tap or decap), drive strengths merged, types with 4 or more instances in the layout]
| cell type | netlist | layout |
|---|---|---|
| nor4 | 4 | 4 |
| nor2 | 19 | 19 |
| nor3 | 5 | 5 |
| buf | 11 | 56 |
| mux2i | 4 | 4 |
| a21oi | 23 | 23 |
| nor2b | 4 | 4 |
| o32ai | 4 | 4 |
| clkdlybuf4s50 | 0 | 25 |
| nand3b | 5 | 5 |
| inv | 28 | 28 |
| ha | 24 | 24 |
| o21ai | 15 | 15 |
| a211oi | 4 | 4 |
| nand2 | 11 | 11 |
| nand2b | 13 | 13 |
| o31ai | 4 | 4 |
[worst min-delay path, cell delays in order]
cell and delay (ns):
dlymetal6s2s_1 0.11, buf_6 0.12, nor2_1 0.04, a21oi_1 0.11, o21ai_1 0.10, clkdlybuf4s50_1 0.42
[power groups by stage]
stage / logic [mW] / clock network, mW / registers [mW]
after CTS: 0.290 / 0 / 0
after global routing: 0.339 / 0 / 0
final: 0.310 / 0 / 0
[path summary, 6_finish.rpt]
path	startpoint	endpoint	slack [ns]	cells past startpoint
worst min-delay path	A[0]	result[0]	2.67	6
worst max-delay path	A[1]	result[7]	0.12	11
[repair_timing]
item,CTS,global route
pin swaps,9,11
setup endpoints to repair,7,8
cloned,0,0
setup buffers,3,2
gates resized,21,23
[cells by family (layout without fill, tap and decap cells)]
group / count (synthesis) / after routing / synth area share
xor+xnor: 3 / 3 / 0.01759
buf+inv: 40 / 114 / 0.1298
simple gates: 68 / 68 / 0.2588
mux: 5 / 5 / 0.04188
fa+ha+maj: 26 / 26 / 0.2278
compound gates: 75 / 75 / 0.3241
[cell usage after synthesis, types with 3 or more instances]
library cell   n  area [um2]
inv_1         28       105.1
ha_1          24       300.3
a21oi_1       23       115.1
nor2_1        19       71.32
nand2b_1      13       81.33
o21ai_0       12       60.06
nand2_1       10       37.54
buf_2          5       25.02
nand3b_1       5       37.54
mux2i_1        4       40.04
nor2b_1        4       25.02
nor3_1         4       20.02
o31ai_1        4       30.03
o32ai_1        4       35.03
a211oi_1       3       22.52
a22oi_1        3       22.52
a2bb2oi_1      3       26.28
buf_4          3       22.52
o211ai_1       3       22.52
o21ai_1        3       15.01
[final cells by class]
| class | instances | area, um2 |
|---|---|---|
| Fill cell | 838 | 5743 |
| Tap cell | 105 | 131.4 |
| Timing Repair Buffer | 86 | 754.5 |
| Multi-Input combinational cell | 177 | 1483 |
| Inverter | 28 | 105.1 |
Power figures rest on the tool's default switching activity, not on a simulated workload.
